File: /design/flow/run.sh
#!/bin/bash
# OpenROAD 26Q1-2900-gdf79404cd8, Yosys 0.63+post, stock flow scripts
make -C /OpenROAD-flow-scripts/flow DESIGN_CONFIG=/design/flow/config.mk WORK_HOME=/design/flow/orfs finish
File: /design/flow/design.v
module proc(DIN, Resetn, Clock, Run, Done);
    input [15:0] DIN;
    input Resetn, Clock, Run;
    output Done;
    reg [15:0] BusWires;
    reg [3:0] Sel;  
    reg [0:7] Rin;
    reg [15:0] Sum;
    reg IRin, Done, Ain, Gin, AddSub;
    reg [2:0] Tstep_Q, Tstep_D;
    wire [2:0] III, rX, rY;  
    wire [0:7] Xreg;
    wire [15:0] R0, R1, R2, R3, R4, R5, R6, R7, A;
    wire [15:0] G;
    wire [15:0] IR;
    wire IMM;
    assign III = IR[15:13];
    assign IMM = IR[12];
    assign rX = IR[11:9];
    assign rY = IR[2:0];
    dec3to8 decX (rX, Xreg);
    parameter T0 = 3'b000, T1 = 3'b001, T2 = 3'b010, T3 = 3'b011;
    always @(Tstep_Q, Run, Done)
        case (Tstep_Q)
            T0:  
                if (~Run) Tstep_D = T0;
                else Tstep_D = T1;
            T1:  
                if (Done) Tstep_D = T0;
                else Tstep_D = T2;
            T2:  
                Tstep_D = T3;
            T3:  
                Tstep_D = T0;
            default: Tstep_D = 3'bxxx;
       endcase
    parameter mv = 3'b000, mvt = 3'b001, add = 3'b010, sub = 3'b011;
    parameter Sel_R0 = 4'b0000, Sel_R1 = 4'b0001, Sel_R2 = 4'b0010, Sel_R3 = 4'b0011,
        Sel_R4 = 4'b0100, Sel_R5 = 4'b0101, Sel_R6 = 4'b0110, Sel_R7 = 4'b0111, Sel_G = 4'b1000,
        Sel_D   = 4'b1001, Sel_D8   = 4'b1010;
    always @(*) begin
        Done = 1'b0; Ain = 1'b0; Gin = 1'b0; AddSub = 1'b0; IRin = 1'b0; Rin = 8'b0;
        Sel = 4'bxxxx;
        case (Tstep_Q)
            T0:  
                IRin = 1'b1;
            T1:  
                case (III)
                    mv: begin
                        if (IMM) begin
                            Sel = Sel_D;
                        end
                        else begin
                            Sel = rY;
                        end
                        Rin = Xreg;
                        Done = 1;
                    end
                    mvt: begin
                        Sel = Sel_D8;
                        Rin = Xreg;
                        Done = 1;
                    end
                    add, sub: begin
                        Sel = rX;
                        Ain = 1;
                    end
                    default: ;
                endcase
            T2:  
                case (III)
                    add: begin
                        if (IMM) begin
                            Sel = Sel_D;
                        end
                        else begin
                            Sel = rY;
                        end
                        Gin = 1;
                    end
                    sub: begin
                        if (IMM) begin
                            Sel = Sel_D;
                        end
                        else begin
                            Sel = rY;
                        end
                        Gin = 1;
                        AddSub = 1;
                    end
                    default: ; 
                endcase
            T3:  
                case (III)
                    add, sub: begin
                        Sel = Sel_G;
                        Rin = Xreg;
                        Done = 1;
                    end
                    default: ;
                endcase
            default: ;
        endcase
    end   
    always @(posedge Clock)
        if (!Resetn)
            Tstep_Q <= T0;
        else
            Tstep_Q <= Tstep_D;   
    regn reg_0 (BusWires, Rin[0], Clock, R0);
    regn reg_1 (BusWires, Rin[1], Clock, R1);
    regn reg_2 (BusWires, Rin[2], Clock, R2);
    regn reg_3 (BusWires, Rin[3], Clock, R3);
    regn reg_4 (BusWires, Rin[4], Clock, R4);
    regn reg_5 (BusWires, Rin[5], Clock, R5);
    regn reg_6 (BusWires, Rin[6], Clock, R6);
    regn reg_7 (BusWires, Rin[7], Clock, R7);
    regn reg_A (BusWires, Ain, Clock, A);
    regn reg_IR (DIN, IRin, Clock, IR);
    always @(*)
        if (!AddSub)
            Sum = A + BusWires;
        else
            Sum = A - BusWires;
    regn reg_G (Sum, Gin, Clock, G);
    always @(*)
        case (Sel)
            Sel_R0: BusWires = R0;
            Sel_R1: BusWires = R1;
            Sel_R2: BusWires = R2;
            Sel_R3: BusWires = R3;
            Sel_R4: BusWires = R4;
            Sel_R5: BusWires = R5;
            Sel_R6: BusWires = R6;
            Sel_R7: BusWires = R7;
            Sel_G: BusWires = G;
            Sel_D: BusWires = {7'b0000000, IR[8:0]};
            Sel_D8: BusWires = {IR[7:0], 8'b00000000};
            default: BusWires = 16'bxxxxxxxxxxxxxxxx;
        endcase
endmodule
module dec3to8(W, Y);
    input [2:0] W;
    output [0:7] Y;
    reg [0:7] Y;
    always @(*)
        case (W)
            3'b000: Y = 8'b10000000;
            3'b001: Y = 8'b01000000;
            3'b010: Y = 8'b00100000;
            3'b011: Y = 8'b00010000;
            3'b100: Y = 8'b00001000;
            3'b101: Y = 8'b00000100;
            3'b110: Y = 8'b00000010;
            3'b111: Y = 8'b00000001;
        endcase
endmodule
module regn(R, Rin, Clock, Q);
    parameter n = 16;
    input [n-1:0] R;
    input Rin, Clock;
    output [n-1:0] Q;
    reg [n-1:0] Q;
    always @(posedge Clock)
        if (Rin)
            Q <= R;
endmodule
File: /design/flow/constraint.sdc
current_design proc

set clk_period 1.1
set clk_io_pct 0.2

create_clock -name clk0 -period $clk_period [get_ports {Clock}]

set non_clock_inputs [all_inputs -no_clocks]
set_input_delay [expr $clk_period * $clk_io_pct] -clock clk0 $non_clock_inputs
set_output_delay [expr $clk_period * $clk_io_pct] -clock clk0 [all_outputs]
File: /design/flow/config.mk
export PLATFORM = sky130hd
export DESIGN_NAME = proc
export DESIGN_NICKNAME = proc
export VERILOG_FILES = /design/flow/design.v
export SDC_FILE = /design/flow/constraint.sdc
export NUM_CORES = 4
export LEC_CHECK = 1
export CORE_AREA = 10 10 70 70
export DIE_AREA = 0 0 80 80
==> out/results.ini <==
[final_layout]
layout_top_cell=buf_4
drive_above_1_share_pct=30.0
syn_to_final_growth_pct=80.6
lay_top_cells=5 x buf_4, 4 x dfxtp_1, 4 x clkdlybuf4s50_1, 3 x clkbuf_4

[clock_tree]
clk_latency_ns=0.25
cts_tree=built
htreeDepth=1
cts-root-buf=clkbuf_4
clk_path_buf_depth=2
clock-sinks=6
cts.reportedPaths.clkPinSlew_ns=0.05
cts_buffers=3

[power]
power.density_mw_per_mm2=1430
power_w=0.000535
p_leak_nw=0.157
vdd_drop_max_v=0.000299

[routing]
wl_met1_um=271
vias=167
post-route-drc-count=0
drt_iter0_drc=26
viasPerCell=2.20
wire_per_inst_um=7.55
dr_wl_met3_um=131
top_layer=met3
wl_um=574
n_antenna_cell=0
first_pass_iters=4
met2_length_um=171
ant_nets=0

[status]
violations=setup timing
status=finished with violations

[timing]
setup_viol=2
fmax_mhz=809
setup_slack_ns=-0.137
finalHoldViolCount=0
grt_setup_unrepaired=true
slew_headroom_pct=90.5
whs_ns=0.439
period_needed_ns=1.24
finalClockPeriodUsage_pct=112
skew_ns=0.00566
fin_tns_setup_ns=-0.170
worstMarginPinSlew_ns=0.139
slew_violations=0

[critical_path]
cp.required_ns=0.88
r2r-end=Tstep_Q[1]
crit_slowest_cell=edfxtp_1
path_buffers=1
crit_type=reg2out
reg2reg_from=reg_IR.Q[14]
start_kind=flip-flop
rrSetupSlack_ns=-0.03
crit_arrival_ns=1.02
cpLargestDelayFamily=flip-flops
crit_path_cell_trace=mux2i_1 -> nor2_1 -> buf_2
crit_path_end_kind=primary output
cp_max_fo=2
slowest_delay_ns=0.41
reg2reg_depth=4

[job]
drv_cap=0
warning_count=41

[floorplanning]
initial_core_util_pct=6.04
die_w_um=80
io_pins=20
die_y_um=80
coreArea_mm2=0.00342
die_area_mm2=0.00640
num_rows=21

[yosys]
synthCells=16
synth_chip_area_um2=206
syn_avg_cell_area_um2=12.9
ys_types=11
synth_flops=6
yosysCellCount=16
ys_seq_share_pct=67.9
netlist_area_um2=206
yosys_warnings=3

[global_route]
grt_pass1_wl_um=924
grt_usage_pct=1.96
grt_pass1_vias=195
overflow=0
antenna_found_initial=0
grt_max_degree=5

[hold_path]
whs_path_depth=1
min_path_type=reg2reg
hold_end=Tstep_Q[3]
hold_start=Tstep_Q[1]

[placement]
gp_congestion=0.756
port_buffers=5

## logic make-up after synthesis
| family | synth area share, % |
|---|---|
| compound gates | 9.70 |
| mux | 4.85 |
| buf+inv | 1.82 |
| simple gates | 15.8 |
| flops | 67.9 |
## layer usage
| layer | track usage [%] | vias to the layer above |
|---|---|---|
| li1 | - | 83 |
| met1 | 2.10 | 74 |
| met2 | 2.17 | 10 |
| met3 | 2.73 | 0 |
| met4 | 0.352 | 0 |
| met5 | 0 | - |
## metrics by stage
stage / std cells / instance area [µm²] / utilization, % / setup slack [ns]
2_1_floorplan: 16 / 206 / - / 0.272
3_3_place_gp: 71 / 344 / 10.1 / -0.207
3_5_place_dp: 71 / 344 / 10.1 / -0.240
4_1_cts: 76 / 373 / 10.9 / -0.168
5_1_grt: 76 / 373 / 10.9 / -0.202
6_report: 76 / 373 / 10.9 / -0.137
## report_power, final
group	total [W]	leakage, nW	internal, W	switching [W]
logic	0.0000530	0.0890	0.0000368	0.0000162
registers	0.000254	0.0531	0.000244	0.00000931
clock network	0.000228	0.0150	0.000138	0.0000904
total	0.000535	0.157	0.000419	0.000116
## sequential cells by signal, summed over array words and instances (netlist names)
| register | cells |
|---|---|
| Tstep_Q | 4 |
| reg_IR.Q | 2 |
## cell usage after synthesis
master    n  area (µm²)
nor2_1    2        7.51
nand2b_1  1        6.26
edfxtp_1  2        60.1
and3_1    1        6.26
nor2b_1   1        6.26
dfxtp_1   4        80.1
a221o_1   1        10.0
and2_1    1        6.26
o211a_1   1        10.0
inv_1     1        3.75
mux2i_1   1        10.0
## area by class of cell
class                      count  area (µm²)
timing repair buffer          10        82.6
tap                           46        57.6
clock buffer                   4        26.3
sequential                     6         140
multi-input combinational      9        62.6
fill                         396        3040
inverter                       1        3.75
## worst max path at each step
stage           startpoint  cells after the start  slack, ns    to
CTS           reg_IR.Q[14]                      3      -0.17  Done
global route  reg_IR.Q[14]                      3      -0.20  Done
finish        reg_IR.Q[14]                      3      -0.14  Done
## repair_timing
action	4_1_cts	5_1_grt
buffers inserted	1	0
pin swaps	1	1
hold buffers	0	0
setup endpoints to repair	1	2
gates resized	3	0
cloned	0	0
Power figures rest on the tool's default switching activity, not on a simulated workload.
